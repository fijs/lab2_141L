[./run.sh]
#!/bin/bash
# OpenROAD 26Q1-2900-gdf79404cd8, Yosys 0.63+post, stock flow scripts
make -C /OpenROAD-flow-scripts/flow DESIGN_CONFIG=/design/flow/config.mk WORK_HOME=/design/flow/orfs finish
[./config.mk]
export PLATFORM = sky130hd
export DESIGN_NAME = reg_file
export DESIGN_NICKNAME = reg_file
export VERILOG_FILES = /design/flow/design.v
export SDC_FILE = /design/flow/constraint.sdc
export NUM_CORES = 4
export LEC_CHECK = 1
export CORE_UTILIZATION = 30
[./constraint.sdc]
current_design reg_file

set clk_period 6.3
set clk_io_pct 0.2

create_clock -name clk0 -period $clk_period [get_ports {clk}]

set non_clock_inputs [all_inputs -no_clocks]
set_input_delay [expr $clk_period * $clk_io_pct] -clock clk0 $non_clock_inputs
set_output_delay [expr $clk_period * $clk_io_pct] -clock clk0 [all_outputs]
[./design.v]
module reg_file #(parameter NUM_REGS = 32,
                  ADR_WIDTH = $clog2(NUM_REGS),
                  DATA_WIDTH=16,
						addr_width_p = 6)
                (input clk
                ,input [ADR_WIDTH-1:0] rs_addr_i
                ,input [ADR_WIDTH-1:0] rd_addr_i
		          ,input [ADR_WIDTH-1:0] wa_i    
                ,input wen_i
                ,input [DATA_WIDTH-1:0] write_data_i
                ,output [DATA_WIDTH-1:0] rs_val_o
                ,output [DATA_WIDTH-1:0] rd_val_o
                );
logic [DATA_WIDTH-1:0] RF [2**ADR_WIDTH];	 
assign rs_val_o = RF [rs_addr_i];
assign rd_val_o = RF [rd_addr_i];
always_ff @ (posedge clk)
  if (wen_i)
    RF [wa_i] <= write_data_i;
endmodule
==> reports/results.ini <==
[final_layout]
top_register = RF
mostFrequentLayoutCells = edfxtp_1, mux2i_1, a22oi_1
drive_above_1_share = 0.112
largest_register_ffs = 512
syn_to_final_growth_pct = 14.5
final_cell_area_um2 = 28400
largestRegisters = RF: 512 flops

[pwr]
vdd_drop_max_uv = 198
p_leak_uw = 0.0102
power.density_nw_per_um2 = 267

[logic_synthesis]
synthTopCellsByArea = edfxtp_1, mux2i_1, a22oi_1
top_area_cell = edfxtp_1
synth-area-yosys_um2 = 24800
yosys.stat.seqShare = 0.620
synthDistinctLibCells = 26
ys.flops = 512
synth_cells = 1696
ys_warn_count = 1
top_area_frac = 0.620
syn_area_um2 = 24800
avgSynthCellArea_um2 = 14.6
yosys_cells = 1696

[critical_path]
cp.arrival_ps = 4190
critPathMaxFanout = 45
worstSetupEndpointType = output port
worstPathRequired_ps = 5040
worst_setup_path_start_kind = input pin
worst-setup-path-type = input pin to output port

[hold_path]
min_path_type = input pin to flop
min_to = RF[13][12]$_DFFE_PP_
min-delay-start = write_data_i[12]
hold_depth = 2

[grt]
grt_pass1_vias = 16300
grt_pass1_wl_mm = 106
grt_max_degree = 71
gr-total-overflow = 0
grt_busiest_layer = met2
grtUsageMet3 = 0.0924
gr-usage-all-layers = 0.181
antenna_found_initial = 1
met1_usage = 0.227
grtUsageMet2 = 0.285

[final_timing]
hold_viol = 0
fmax_mhz = 184
rsz0062_at_grt = false
relSlewSlack = 0.291
drv_slew = 0
setup_viol = 0
tns_ps = 0
finalClockPeriodUsage = 0.865
worst_hold_slack_ps = 1500
worst-slew-pin-transition_ps = 1060
period_minus_slack_ps = 5450

[floorplanning]
initial_core_util = 0.302
core_area_um2 = 82000
chipArea_um2 = 83800
die_h_um = 289
die_w_um = 289
rows = 105
pin_count = 65

[routing]
routed_wl_mm = 72.6
drc = 0
avgRoutedWirePerCell_um = 25.2
vias = 15700
drtAntennaViolNets = 0
vias_per_cell = 5.45
n_antenna_cell = 0
drtIter0Drc = 1105
drtPass1Iterations = 5

[placement]
place.gp.congestion = 0.876
dpl_cell_area_um2 = 26700
io_buffer_count = 64
dp_hpwl_mm = 43.8

[run]
cap_viol_max_count = 0
tool_warnings = 25

[clock_tree]
htreeDepth = 2
cts.sinks = 512
cts_hold_buf = 0
postCtsSetupBuffers = 0
cts_tree = done
clock_path_buffers = 3
cts-buffers-inserted = 51
clk_pin_slew_worst_paths_ps = 60
cts_root_buf = clkbuf_16
cts_resized = 0

[outcome]
status = finished, final reports clean

logic make-up after synthesis:
family,share of synthesized area
multiplexers,0.207
AND/OR/NAND/NOR,0.0494
AND-OR/OR-AND,0.0823
buffers and inverters,0.0415
flip-flops,0.620
power breakdown:
part	internal (uW)	switching [uW]	leakage (uW)
clock	1780	1270	0.000808
combinational	284	445	0.00482
sequential	3790	16.5	0.00461
per-stage QoR:
stage,util,std cells,power (uW),setup WS (ps)
3_3_place_gp,0.326,2787,4600,878
2_1_floorplan,-,1696,4290,2800
5_1_grt,0.346,2881,7800,690
6_report,0.346,2881,7590,852
3_5_place_dp,0.326,2787,4600,859
4_1_cts,0.346,2881,7640,857
critical path, stage by stage:
cell and delay (ps):
clkdlybuf4s50_1 600, and2_2 620, buf_12 390, a21oi_1 110
a31oi_1 380, nand3_1 260, clkdlybuf4s50_1 540
area by class of cell:
type	count	area, um2
Clock buffer	66	1380
Clock inverter	28	283
Fill cell	7687	53600
Multi-Input combinational cell	1051	8500
Sequential cell	512	15400
Tap cell	1070	1340
Timing Repair Buffer	154	1510
layer usage:
layer / part of all wire / wire length, um
met4: 0.029 / 2080
met5: 0.00019 / 14
met3: 0.12 / 8810
met2: 0.47 / 34300
met1: 0.38 / 27300
worst max path at each step:
stage | from | end | slack (ps) | cells after the start
CTS | rs_addr_i[2] | rs_val_o[2] | 860 | 7
global route | rs_addr_i[2] | rs_val_o[7] | 690 | 7
finish | rs_addr_i[2] | rs_val_o[1] | 850 | 7
cell usage after synthesis:
master,count
a22o_1,64
edfxtp_1,512
mux2i_1,512
a31oi_1,32
nand4_1,32
nor3_1,32
a21oi_1,64
buf_8,7
or3_1,1
nand2_1,65
clkbuf_1,19
buf_1,2
and2_1,2
buf_2,40
buf_6,15
or3b_2,3
or2_1,2
nor2_4,2
a22oi_1,128
nand3_1,66
nand2b_1,4
nor2_1,33
buf_12,8
nand3b_1,5
nor2b_1,4
buf_4,42
Power figures rest on the tool's default switching activity, not on a simulated workload.
